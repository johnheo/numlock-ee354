File: run.sh
#!/bin/bash
# OpenROAD 26Q1-2900-gdf79404cd8, Yosys 0.63+post, stock flow scripts
make -C /OpenROAD-flow-scripts/flow DESIGN_CONFIG=/design/flow/config.mk WORK_HOME=/design/flow/orfs finish
File: config.mk
export PLATFORM = sky130hd
export DESIGN_NAME = ee354_numlock_sm
export DESIGN_NICKNAME = ee354_numlock_sm
export VERILOG_FILES = /design/flow/design.v
export SDC_FILE = /design/flow/constraint.sdc
export NUM_CORES = 4
export LEC_CHECK = 1
export CORE_AREA = 10 10 81 81
export DIE_AREA = 0 0 91 91
File: constraint.sdc
current_design ee354_numlock_sm

set clk_period 4.7
set clk_io_pct 0.2

create_clock -name clk0 -period $clk_period [get_ports {clk}]

set non_clock_inputs [all_inputs -no_clocks]
set_input_delay [expr $clk_period * $clk_io_pct] -clock clk0 $non_clock_inputs
set_output_delay [expr $clk_period * $clk_io_pct] -clock clk0 [all_outputs]
File: design.v
`timescale 1ns / 1ps
module ee354_numlock_sm(clk, reset, U, Z,
						q_I, q_Opening, q_G1011, q_G1011get, q_G101, q_G101get, 
						q_G10, q_G10get, q_G1, q_G1get, q_Bad, Unlock);
	input clk,reset,U,Z;
	output q_I, q_Opening, q_G1011, q_G1011get, q_G101, q_G101get, q_G10, q_G10get, q_G1, q_G1get, q_Bad, Unlock;
	reg [10:0] state;
	assign {q_Bad, q_Opening, q_G1011, q_G1011get, q_G101, q_G101get, q_G10, q_G10get, q_G1, q_G1get, q_I} = state;
	localparam 
		QI			=11'b00000000001,
		QG1GET		=11'b00000000010,
		QG1			=11'b00000000100,
		QG10get		=11'b00000001000,
		QG10		=11'b00000010000,
		QG101get	=11'b00000100000,
		QG101		=11'b00001000000,
		QG1011get	=11'b00010000000,
		QG1011		=11'b00100000000,
		QOpening	=11'b01000000000,
		QBad		=11'b10000000000,
		UNK			=11'bXXXXXXXXXXX;
	assign Unlock=q_Opening;
	reg [3:0] Timerout_count;
	wire Timerout;
	assign Timerout = (Timerout_count[3]) & (Timerout_count[2]) & (Timerout_count[1]) & (Timerout_count[0]);
	always @ (posedge clk, posedge reset)
	begin : TIMEROUT_COUNT
		if(reset)
			Timerout_count <= 0;
		else 
			if(state == QOpening)
				Timerout_count <= Timerout_count + 1;
			else
				Timerout_count <= 0;
	end
	always @ (posedge clk, posedge reset)
	begin
		if(reset)
			state<=QI;
		else
		begin
			case(state)
				QI:
					if(U==1 && Z==0)
						state<=QG1GET;
				QG1GET:
					if(U==0)
						state<=QG1;
				QG1:
					if(U==0 && Z==1)
						state<=QG10get;
					else if(U==1)
						state<=QBad;
				QG10get:
					if(Z==0)
						state<=QG10;
				QG10:
					if(U==1 && Z==0)
						state<=QG101get;
					else if(Z==1)
						state<=QBad;
				QG101get:
					if(U==0)
						state<=QG101;
				QG101:
				   if(U==1 && Z==0)
						state<=QG1011get;
					else if(Z==1)
						state<=QBad;
				QG1011get:
				    if(U==0)
				        state<=QG1011;
				QG1011:
					state<=QOpening;
				QOpening:
					if(Timerout)
						state<=QI;
				QBad:
					if(U==0 && Z==0)
						state<=QI;
				default:	state <= UNK;
			endcase
		end
	end
endmodule
==> results.sh <==
# implementation run metrics
export IMPL_p_per_area_mw_per_mm2=397
export IMPL_logic_area_um2=567
export IMPL_postRouteAntennaNets=0
export IMPL_max_vdd_ir_drop_uv=173
export IMPL_antenna_found_initial=0
export IMPL_warning_count=25
export IMPL_worstRegToRegCells=5
export IMPL_endpoint_kind="flop"
export IMPL_post_cts_resized=0
export IMPL_cts_buffer_depth=2
export IMPL_finalCriticalPeriod_ns=2.74
export IMPL_grt_pass1_vias=788
export IMPL_drive_above_1_share_pct=11.6
export IMPL_slew_headroom_pct=46.4
export IMPL_hpwl_um=1850
export IMPL_setup_ws_ns=1.96
export IMPL_ys_seq_share_pct=38.3
export IMPL_place_area_mm2=0.00119
export IMPL_htreeDepth=1
export IMPL_grt_max_degree=16
export IMPL_reg2reg_slack_ns=2.42
export IMPL_finalHoldViolations=0
export IMPL_cts_sinks=15
export IMPL_dieArea_mm2=0.00828
export IMPL_status="complete, no violations"
export IMPL_syn2layout_area_growth_pct=26.0
export IMPL_route_detailed_drc=0
export IMPL_avgRoutedWirePerCell_um=13.2
export IMPL_cp_max_fo=10
export IMPL_yosys_most_used_dff="dfrtp_1"
export IMPL_holdBufCountCts=0
export IMPL_finalSetupTns_ns=0
export IMPL_ios=16
export IMPL_grt_pass1_wl_um=4120
export IMPL_rows=25
export IMPL_setup_viol=0
export IMPL_cts_setup_buffers=0
export IMPL_cp_startpoint="Z"
export IMPL_startpoint_type="input pin"
export IMPL_worst_pin_slew_ns=0.796
export IMPL_cts_made_buffers=3
export IMPL_drv_slew=0
export IMPL_core_mm2=0.00482
export IMPL_grt_util_all_layers_pct=5.86
export IMPL_dieWidth_um=91
export IMPL_synthDistinctLibCells=44
export IMPL_regArea_um2=377
export IMPL_n_antenna_cell=0
export IMPL_crit_required_ns=4.83
export IMPL_worst_ep_arrival_time_ns=2.87
export IMPL_vias_per_cell=4.66
export IMPL_synthesis_area_um2=983
export IMPL_edf_count=0
export IMPL_ys_async_sr_fraction_pct=100
export IMPL_path_class="in2reg"
export IMPL_r2r_end="state[2]$_DFFE_PP0P_"
export IMPL_ys_cells=107
export IMPL_clock_latency_ns=0.25
export IMPL_crit_end="state[2]$_DFFE_PP0P_"
export IMPL_initialDrtViolationCount=74
export IMPL_syn_area_per_cell_um2=9.19
export IMPL_die_y_um=91
export IMPL_clkTransAtPathRegs_ns=0.07
export IMPL_cts_tree="done"
export IMPL_drtPass1Iterations=4
export IMPL_fin_area_mm2=0.00124
export IMPL_initCoreUtil_pct=20.4
export IMPL_grt_ovfl_total=0
export IMPL_dp_slack_ns=1.72
export IMPL_routed_wl_um=2480
export IMPL_fin_skew_ns=0.00623
export IMPL_max_freq_mhz=365
export IMPL_reg2reg_from="state[6]$_DFFE_PP0P_"
export IMPL_max_cap_violations=0
export IMPL_rsz0062_at_grt="false"
export IMPL_synth_flops=15
export IMPL_root_buffer="clkbuf_8"
export IMPL_syn_inst=107
export IMPL_vias=877
export IMPL_yosysChipArea_um2=983
export IMPL_ys_warn_count=1
export IMPL_hold_path_class="reg2reg"
export IMPL_fin_crit_sh_pct=58.3
export IMPL_port_buffers=15
export IMPL_gp_congestion=0.918
export IMPL_p_leak_nw=0.507
export IMPL_fillers=533
==> logic make-up (layout without fill, tap and decap cells) <==
| logic type | count (synthesis) | count (layout) | share of synthesized area [%] |
|---|---|---|---|
| and+or+nand+nor | 53 | 53 | 33.8 |
| AOI/OAI and AO/OA | 21 | 21 | 14.6 |
| DFF | 15 | 15 | 38.3 |
| buffers and inverters | 9 | 23 | 4.07 |
| xor gates and xnor gates | 4 | 4 | 3.56 |
| muxes | 4 | 4 | 4.33 |
| adders and majority gates | 1 | 1 | 1.27 |
==> layer usage <==
layer	global-route usage [%]	vias to the layer above	part of all wire, %
met5	0	-	0
met4	0.653	0	0.97
met3	1.91	4	7.1
met2	8.23	23	43
met1	8.80	422	48
li1	-	428	-
==> worst min path at each step <==
stage                               start                     endpoint  slack (ns)  cells after the start
CTS           Timerout_count[0]$_DFF_PP0_  Timerout_count[0]$_DFF_PP0_        0.48                      1
global route  Timerout_count[0]$_DFF_PP0_  Timerout_count[0]$_DFF_PP0_        0.50                      1
finish        Timerout_count[0]$_DFF_PP0_  Timerout_count[0]$_DFF_PP0_        0.49                      1
==> worst max-delay path, cell delays in order <==
cell and delay, ns:
clkdlybuf4s50_1 0.56, or4b_2 0.68, o21ai_0 0.09, a21o_1 0.18, a21oi_2 0.08, mux2_1 0.34
==> power by group <==
group / switching (W) / total [W] / internal [W] / leakage [nW]
registers: 0.0000335 / 0.000179 / 0.000146 / 0.201
clock network: 0.0000465 / 0.000105 / 0.0000587 / 0.0255
logic: 0.0000991 / 0.000207 / 0.000108 / 0.280
==> layout by cell type (no fill, tap or decap), drive strengths merged, types with 3 or more instances in the layout <==
cell type,n
nand2b,3
and3,3
nor2,9
clkdlybuf4s50,15
nand2,3
a21oi,7
clkbuf,3
nor4,6
nand3,4
inv,4
nor2b,5
nor3,6
o21ai,4
dfrtp,14
==> cell usage after synthesis (2+ instances only) <==
cell      count  area share (%)
a21oi_1       6             3.1
a32oi_1       2             1.8
and3_1        3             1.9
buf_2         2             1.0
clkbuf_1      2            0.76
dfrtp_1      14              36
inv_1         4             1.5
mux2_1        2             2.3
mux2i_1       2             2.0
nand2_1       3             1.1
nand2b_1      3             1.9
nand3_1       4             2.0
nand4_1       2             1.3
nor2_1        9             3.4
nor2b_1       5             3.2
nor3_1        6             3.1
nor4_1        4             2.5
nor4_2        2             2.5
o21ai_0       4             2.0
o31ai_1       2             1.5
xnor2_1       2             1.8
xor2_1        2             1.8
==> layout make-up <==
class	instances	share of cell area [%]
multi-input combinational	83	45.8
tap	67	6.77
timing repair buffer	15	12.1
clock buffer	3	3.33
sequential	15	30.4
clock inverter	1	0.404
inverter	4	1.21
==> per-stage QoR <==
| stage | total power (W) | util [%] | hold slack [ns] | cells |
|---|---|---|---|---|
| final | 0.000491 | 25.7 | 0.487 | 188 |
| after global routing | 0.000532 | 25.7 | 0.500 | 188 |
| after CTS | 0.000495 | 25.7 | 0.485 | 188 |
| after detailed placement | 0.000387 | 24.8 | 0.476 | 184 |
| after global placement | 0.000392 | 24.8 | 0.474 | 184 |
| after floorplan | 0.000323 | - | 0.448 | 107 |
==> sequential cells by signal, indices dropped and copies added (netlist names) <==
register        count
Timerout_count      4
state              11
Power and IR drop assume default switching activity.
